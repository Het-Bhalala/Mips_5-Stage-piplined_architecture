--- /design/flow/config.mk ---
export PLATFORM = sky130hd
export DESIGN_NAME = FATopModule
export DESIGN_NICKNAME = FATopModule
export VERILOG_FILES = /design/flow/design.v
export SDC_FILE = /design/flow/constraint.sdc
export NUM_CORES = 4
export LEC_CHECK = 1
export CORE_UTILIZATION = 40
--- /design/flow/constraint.sdc ---
current_design FATopModule

set clk_period 10.4
set clk_io_pct 0.2

create_clock -name clk0 -period $clk_period [get_ports {CLK}]

set non_clock_inputs [all_inputs -no_clocks]
set_input_delay [expr $clk_period * $clk_io_pct] -clock clk0 $non_clock_inputs
set_output_delay [expr $clk_period * $clk_io_pct] -clock clk0 [all_outputs]
--- /design/flow/design.v ---
`timescale 1ns / 1ps
module Comparator #(parameter DataWidth =4)(
    input [DataWidth - 1:0] A,
    input [DataWidth - 1:0] B,
    output reg GT
    );
    always @(A or B)
        begin
            GT <= 1'b0;
            if(A > B)
                GT <= 1'b1;
        end
endmodule
`timescale 1ns / 1ps
module Counter #(parameter Data_width = 4)(
    input CLK,
    input [Data_width - 1: 0] D,
    input Load_Cnt,
    input EN,
    output reg [Data_width - 1: 0]Q
    );
    always @ (posedge CLK)
    begin
        if(EN)
        begin
            if(Load_Cnt)
                Q <= D;
            else
            begin
                Q <= Q - 1'b1;
            end
        end
    end
endmodule
`timescale 1ns / 1ps
module FATopModule(
    input Go,
    input CLK,
    input[3:0] n,
    output Done,
    output Error,
    output[31:0] product
    );
    wire Sel, Load_Reg, Load_Cnt, OE, EN;
    wire GT1, GT12;
    FA_Datapath FADP(.CLK(CLK), 
                     .EN(EN), 
                     .n(n), 
                     .Sel(Sel), 
                     .Load_Reg(Load_Reg), 
                     .Load_Cnt(Load_Cnt), 
                     .OE(OE), 
                     .GT1(GT1), 
                     .GT12(GT12), 
                     .product(product));
    FA_Controlpath FACP(.EN(EN), 
                        .Go(Go), 
                        .CLK(CLK), 
                        .Sel(Sel), 
                        .Load_Reg(Load_Reg), 
                        .Load_Cnt(Load_Cnt), 
                        .OE(OE), 
                        .GT1(GT1), 
                        .GT12(GT12), 
                        .Done(Done), 
                        .Error(Error));
endmodule
`timescale 1ns / 1ps
module FA_Controlpath(
    input CLK,
    input Go,
    input GT1,
    input GT12,
    output reg Sel,
    output reg Load_Reg,
    output reg Load_Cnt,
    output reg OE,
    output reg EN,
    output Done,
    output Error
    );
    reg[2:0] CurrState=0, NextState;
    reg Err_Flag = 0, Done_Flag = 0;
    assign Error = GT12;
    assign Done = Done_Flag;
    parameter S0 = 3'd0, S1 = 3'd1, S2 = 3'd2, S3 = 3'd3, S4 = 3'd4;
    always @ (CurrState, Go)
        begin
            case (CurrState)
                S0:  
                case({Go, GT12})
                    2'b11: {NextState, Err_Flag} <= {S0, 1'b1};
                    2'b10: {NextState, Err_Flag} <= {S1, 1'b0};
                    2'b0?: {NextState, Err_Flag} <= {S0, 1'b0};
                    default: NextState = S0;
                endcase
                S1: NextState <= S2;
                S2: NextState <= GT1 ? S4 : S3;
                S3: NextState <= S0;
                S4: NextState <= S2;
            endcase
       end
       always @(posedge CLK)
        CurrState = NextState;
        always @(CurrState)
        begin
            case(CurrState)
                S0:  
                begin
                    {Sel, Load_Cnt, EN, Load_Reg, OE, Done_Flag} <= 6'b1_1_1_0_0_0;
                end
                S1:  
                begin
                    {Sel, Load_Cnt, EN, Load_Reg, OE, Done_Flag} <= 6'b1_1_1_1_0_0;
                end
                S2:  
                begin
                    {Sel, Load_Cnt, EN, Load_Reg, OE, Done_Flag} <= 6'b0_0_0_0_0_0;
                end
                S3:  
                begin
                    {Sel, Load_Cnt, EN, Load_Reg, OE, Done_Flag} <= 6'b0_0_0_0_1_1;
                end
                S4:  
                begin
                    {Sel, Load_Cnt, EN, Load_Reg, OE, Done_Flag} <= 6'b0_0_1_1_0_0;
                end
            endcase
        end
endmodule
`timescale 1ns / 1ps
module FA_Datapath #(parameter Data_width = 32)(
    input CLK,
    input [3:0]n,
    input Sel,
    input Load_Reg,
    input Load_Cnt,
    input OE,
    input EN,
    output GT1,
    output GT12,
    output [Data_width - 1:0] product
    );
    wire [3:0] Counter_Output;
    wire [Data_width - 1:0] Mux_Output;
    wire [Data_width - 1:0] Reg_Output;
    wire [Data_width - 1:0] Mul_Output;
    Comparator #(4) Cmp_GT12Checker (.A(n), .B(4'd12), .GT(GT12));
    Comparator #(4) Cmp_GT1Checker (.A(Counter_Output), .B(4'd1), .GT(GT1));
    Counter #(4) CNT (.D(n), .Q(Counter_Output), .Load_Cnt(Load_Cnt), .EN(EN), .CLK(CLK));
    Multiplier #(32) MUL (.X({28'b0,Counter_Output}), .Y(Reg_Output), .Z(Mul_Output));
    Multiplexer2x1 #(32) MUX (.Inp1(32'b1), .Inp0(Mul_Output), .Sel(Sel), .Out(Mux_Output));
    Multiplexer2x1 #(32) Out_Buffer (.Inp0(32'b0), .Inp1(Reg_Output), .Sel(OE), .Out(product));
    Register #(32) REG (.D(Mux_Output), .Q(Reg_Output), .Load_Reg(Load_Reg), .CLK(CLK));
endmodule
`timescale 1ns / 1ps
module Multiplexer2x1 #(parameter Data_width = 32)(
    input [Data_width - 1:0] Inp0,
    input [Data_width - 1:0]Inp1,
    input Sel,
    output reg [Data_width-1 : 0] Out
    );
    always @(Inp0, Inp1, Sel)
        begin
            if(Sel)
                Out <= Inp1;
            else
                Out <= Inp0;
        end
endmodule
`timescale 1ns / 1ps
module Multiplier #(parameter Data_width = 32)(
    input [Data_width - 1:0] X,
    input [Data_width - 1:0] Y,
    output reg [Data_width - 1:0] Z
    );
    always @ (X or Y)
        begin
            Z <= X * Y;
        end
endmodule
`timescale 1ns / 1ps
module Register #(parameter Data_width = 32)(
    input [Data_width - 1:0] D,
    input Load_Reg,
    input CLK,
    output reg [Data_width - 1:0] Q
    );
    always @(posedge CLK)
        begin
            if(Load_Reg)
                Q <= D;
        end
endmodule
--- /design/flow/run.sh ---
#!/bin/bash
# OpenROAD 26Q1-2900-gdf79404cd8, Yosys 0.63+post, stock flow scripts
make -C /OpenROAD-flow-scripts/flow DESIGN_CONFIG=/design/flow/config.mk WORK_HOME=/design/flow/orfs finish
==> flow_summary.yaml <==
# implementation run metrics
synthesis:
  synth_area_leader_cell: "fa_1"
  avgSynthCellArea_um2: 8.36
  ys_warn_count: 7
  area_leaders: "fa_1 (20%), edfxtp_1 (19%), and2_1 (13%)"
  ys_area_um2: 5760
  yosysCellCount: 689
  syn_area_um2: 5760
  edf_count: 36
  synth.top_cell.area_share: 0.198
  async_flop_share: 0
  ff_type: "edfxtp_1"
  synth_flops: 47
  synth_cell_types: 49
  ys_sh_xor: 0.0471
  top_logic_kind: "adder cells"
  mux_share: 0.00782
  fa_ha_area_frac: 0.272
  synthCells: 689
  synth-compound-area-share: 0.117
  simple_gate_share: 0.243
hold_path:
  hp-class: "reg -> reg"
drt:
  avgRoutedWirePerCell_um: 13.4
  drt_wl_total_um: 12000
  wl_met1_um: 5700
  dr.max_layer_used: "met4"
  ant_nets: 0
  drcViolationCount: 0
  wl_met3_um: 449
  drtIter0Drc: 143
  diodes: 0
  vias: 4460
  viasPerCell: 4.98
  route.met2.wl_um: 5670
  drtPass1Iterations: 4
finish:
  fillCellCount: 1384
  area.growth.synth_to_final_pct: 12.6
  final_cell_area_um2: 6480
  mostFrequentLayoutCell: "and2_1"
  drive_gt1_frac: 0.0321
  layout_top_cells: "and2_1 (117), inv_1 (116), nand2_1 (66)"
clocking:
  cts-root-buf: "clkbuf_16"
  cts_setup_buffers: 0
  cts_tree: "done"
  cts_resized: 0
  clk_pin_slew_ps: 60
  cts_buffers: 5
  clock.latency.late_pin_ps: 280
  cts_buffer_depth: 2
  hold_buffers: 0
  htreeDepth: 2
critical_path:
  path_cells: "clkdlybuf4s50_1 -> o211a_1 -> clkdlybuf4s50_1"
  worstSetupPathType: "in -> out"
  critPathSlowestCell: "clkdlybuf4s50_1"
  critPathMaxStageDelay_ps: 500
  crit_fanout: 2
  crit_arrival_ps: 3190
  cp-start-kind: "input pin"
  path_common_cell: "clkdlybuf4s50_1"
  end_kind: "output pin"
  cp.required_ps: 8320
floorplan:
  pin_count: 40
  dieArea_um2: 14900
  core_um2: 14000
  fp_util: 0.412
  die_h_um: 122
  die_width_um: 122
  fp-row-count: 43
timing:
  unclocked_pins: 8
  fin_skew_ps: 4.35
  setup_viol: 0
  finalCriticalPeriod_ps: 5270
  slew_headroom: 0.368
  final_max_slew_viol_count: 0
  worst_pin_slew_ps: 945
  rsz0062_at_grt: "no"
  holdWs_ps: 639
  hold_viol: 0
  clock.fmax_ghz: 0.190
  min_period_over_period: 0.507
  untimed_endpoints: 48
  setup_tns_ps: 0
flow_run:
  tool_warnings: 26
  maxCapViolCount: 0
pwr:
  switching_share: 0.312
  irDropWorstVdd_v: 0.0000843
  p_leak_nw: 2.98
  comb_power_share: 0.306
  powerDensity_nw_per_um2: 78.3
  internal-power_uw: 349
  seqPwrFrac: 0.348
  pwr-share-clk: 0.346
  netSwitchingPower_uw: 158
grt:
  grt_max_degree: 43
  antenna_found_initial: 0
  grt-ovfl-total: 0
  grt_pass1_vias: 4504
  grt_usage: 0.185
  grt_pass1_wl_um: 21200
placement:
  dpl.hpwl_um: 9060
  gp_congestion: 0.922
  portBuffers: 39
  placed_cell_area_um2: 6320
status:
  status: "completed"
-- state kept, by name (all words and copies together), names as in the netlist --
name	cells
FACP.Load_Reg	1
FACP.Sel	1
FADP.REG.Q	32
FADP.CNT.Q	4
FACP.CurrState	3
FACP.OE	1
FACP.NextState	3
FACP.Done_Flag	1
FACP.EN	1
-- cells by family after synthesis --
family / Yosys count
AOI/OAI and AO/OA: 106
latches: 8
buffers and inverters: 143
adders and majority gates: 91
and+or+nand+nor: 267
muxes: 4
DFF: 39
xor gates and xnor gates: 31
-- layer usage --
metal	GRT usage	vias up
met3	0.0286	10
met1	0.285	2128
met2	0.296	87
met5	0	-
li1	-	2235
met4	0.0224	0
-- worst max-delay path: cells and delay by family --
family,cells,cell delay (ps)
buffers and inverters,2,950
AND-OR/OR-AND,1,160
-- metrics by stage --
step | worst slack [ps] | utilization | power (mW) | std cells
after detailed placement | 5130 | 0.452 | 0.334 | 888
after floorplan | 6050 | - | 0.303 | 689
after global routing | 5090 | 0.464 | 0.544 | 896
after CTS | 5120 | 0.464 | 0.512 | 896
final | 5130 | 0.464 | 0.508 | 896
after global placement | 5130 | 0.452 | 0.333 | 888
-- cells in the mapped netlist, types with 2 or more instances --
cell type,instances
clkbuf_1,24
and2_1,117
ha_1,34
a31oi_1,2
edfxtp_1,36
a21oi_1,36
or3_1,5
and3_1,4
o211ai_1,5
o21bai_1,4
nor3_1,7
nor2b_1,4
fa_1,57
o21a_1,5
nor2_1,43
nand3_1,4
nand2b_1,7
dfxtp_1,3
nand2_1,66
a21o_1,13
a211o_1,4
buf_4,2
inv_1,116
a211oi_1,2
dlxtn_1,8
xnor2_1,17
xor2_1,14
mux2_2,4
o21ai_0,21
nand4_1,6
-- final timing paths --
| path | depth (start not counted) | to | startpoint | slack [ps] |
|---|---|---|---|---|
| worst min register to register | 1 | FADP.REG.Q[0] | FADP.REG.Q[0] | 640 |
| worst max register to register | 13 | FADP.REG.Q[23] | FADP.CNT.Q[2] | 5880 |
| worst max-delay path | 3 | Error | n[1] | 5130 |
| worst min-delay path | 1 | FADP.REG.Q[0] | FADP.REG.Q[0] | 640 |
-- power groups by stage --
stage / Sequential [mW] / Clock, mW / Combinational [mW]
global route: 0.177 / 0.188 / 0.179
finish: 0.177 / 0.176 / 0.155
CTS: 0.177 / 0.180 / 0.156
-- cell type report --
class	count	area [um2]	share of cell area
clock buffers	5	125	0.0193
clock inverters	3	38.8	0.00598
inverters	116	435	0.0671
multi-input cells	499	3960	0.610
flip-flops and latches	47	1260	0.194
well taps	180	225	0.0347
repair buffers	46	443	0.0683
Power and IR drop assume default switching activity.
