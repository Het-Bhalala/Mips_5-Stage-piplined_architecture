--- /design/flow/run.sh ---
#!/bin/bash
# OpenROAD 26Q1-2900-gdf79404cd8, Yosys 0.63+post, stock flow scripts
make -C /OpenROAD-flow-scripts/flow DESIGN_CONFIG=/design/flow/config.mk WORK_HOME=/design/flow/orfs finish
--- /design/flow/config.mk ---
export PLATFORM = sky130hd
export DESIGN_NAME = dmem
export DESIGN_NICKNAME = dmem
export VERILOG_FILES = /design/flow/design.v
export SDC_FILE = /design/flow/constraint.sdc
export NUM_CORES = 4
export LEC_CHECK = 1
export CORE_UTILIZATION = 50
--- /design/flow/constraint.sdc ---
current_design dmem

set clk_period 5.8
set clk_io_pct 0.2

create_clock -name clk0 -period $clk_period [get_ports {clk}]

set non_clock_inputs [all_inputs -no_clocks]
set_input_delay [expr $clk_period * $clk_io_pct] -clock clk0 $non_clock_inputs
set_output_delay [expr $clk_period * $clk_io_pct] -clock clk0 [all_outputs]
--- /design/flow/design.v ---
     module dmem (
            input  wire        clk,
            input  wire        we,
            input  wire [5:0]  a,
            input  wire [31:0] d,
            output wire [31:0] q,
            input  wire        rst
        );
        reg [31:0] ram [0:63];
        integer n;
        initial begin
            for (n = 0; n < 64; n = n + 1) ram[n] = 32'hFFFFFFFF;
        end
        always @ (posedge rst) begin
        end
        always @ (posedge clk, posedge rst) begin
            if (rst) for (n = 0; n < 64; n = n + 1) ram[n] = 32'hFFFFFFFF;
            else if (we) ram[a] <= d;
        end
        assign q = ram[a];
    endmodule
==> commit_impl_results.txt <==
Update PnR metrics after Yosys + OpenROAD run

- Remaining antenna violation count after routing: 0
- Root buf cell: clkbuf_16
- Bufs and invs on worst path: 6
* Number of port buffers: 72
- Chain of cells forming the critical path: clkdlybuf4s50_1 -> buf_12 -> nor2b_4 -> buf_12 -> buf_4 -> and2_2 -> buf_12 -> a22oi_1 -> nand4_1 -> or4_4 -> o32a_1 -> clkdlybuf4s50_1
- Per the synthesis report, the single largest cell type by area occupies about three fifths of cell area.
* Initial antenna violation count: 23
* Avg Cell Area, Syn: between 10 and 15 um^2
* Leading post-synthesis cells by cell area: dfstp_2, mux2_2, a22oi_1
- The clock tree synthesis step divided the H-tree into 4 levels.
- In the final routed layout, each cell accounts on average for 42.2 um.
- In this run, the number of DRC markers left after iteration 0 of detailed routing was approximately 5000.
- Looking at the reg2reg group, the worst path ends at ram[20][2]$_DFFE_PP1P_.
* Launching point of the worst reg2reg path: ram[20][2]$_DFFE_PP1P_
* Share of final-layout standard cells stronger than drive strength 1: 76.9%
* Yosys cell types: 55
- The first global-routing pass estimated 537000 um of wire.
- Max incr delay on CP: 0.63 ns
- The worst setup path is captured at a primary output.
- The highest clock rate this design can be run at is 173 MHz.
* Leading cell type in the layout, fill and taps excluded: dfstp_2
- The finished layout holds 9308 standard cells, fillers aside.
* Io pins: 73
- Once the floorplan was initialized, standard cells occupied between 50% and 60% of the core.
- Outcome: completed
- The path class of the tightest hold or removal check is reg2reg.
- Area of the die: 0.185 mm^2
* Vias after detailed routing: 62600
- The global routing report lists combined usage of all routing layers as 45.7%.
* Number of buffers on the longest clock path: 3
- Final WS setup: slightly above 0.02 ns
- Row Count: 156
* Largest registers: ram x2048
- The worst register-to-register path has a depth of 1.
* Seq/Total Area, Yosys: slightly below 60%
- Yosys stat counts 6451 cells in the synthesized netlist.
* Unrepaired setup endpoints after global routing: yes
* Most used flip-flop cell after synthesis: dfstp_2
* Clock Pin Slew Worst Setup and Hold Paths: ~0.060 ns
* Category of the critical setup timing path: in2out
* CTS Buf Count: 215
- In the final report, the number of endpoints failing setup comes to 0.
* Max FFs per register: 2048
- The clock period could shrink to 5.78 ns.
* Post-synthesis cell type with the largest combined area: dfstp_2
- Count of placed standard cells including taps: 8886
* Slew margin rel.: 34.1%
- For this run, asynchronously set or reset flops after synthesis account for around 100%.
* Post-Place Worst Slack: -0.315 ns
- Syn Inst Count: between 6000 and 7000
* Depth of the critical timing path with buffers and inverters included: 12
- Worst path most repeated cell: buf_12
- Worst Skew: 0 ns
- Entering global routing, the biggest net connects 127 pins.
- The OpenROAD report gives the critical path a data arrival time of 4.62 ns.
- The capture point of the critical path was reported as q[15].
- Area figure in the yosys stat output: 0.0915 mm^2
- Per STA, the worst path accumulates the most delay in the family buffers and inverters.
- According to the floorplan report, the die width is 430 um.
* Pwr Density: 331 mW/mm^2
- Number of enable-type register cells in the synthesized netlist: 0
- Number of buffers inserted by hold repair at cts: 0
* Yosys warning tally: 2
- Core area: 0.181 mm^2
- Relative to the synthesized area, the layout overhead comes to 18.4%.
* Worst Setup SP: a[4]
- The final timing report lists a hold violation count of 0.
- The pin closest to its max-slew limit shows a slew of about 1 ns.
- The logs give a warning total of around 52.
* Clock sink count: 2048
- Maximum vdd drop: 0.298 mV
* Kind of start point of the critical path: input pin
- Max-slew violations: 0
* Slack of the worst reg-to-reg path: 5.01 ns
- Maximum fanout along the worst path: 12
- According to the timing report, the data required time at the worst endpoint equals 4.64 ns.
* Max-cap violations: 0
* Cell at the slowest stage of the critical path: or4_4
- The number of global-route vias before repair is 63300.
- Period utilization: about 100%
- DRC viols: 0
- In the log, the iteration count for the first detailed-route pass is 7.
- Summed over all cells, the static leakage comes to 0.0446 uW.
- Total congestion overflow: 0
* Placer Congestion: 0.982
- For this block, the routed nets add up to 393000 um of wire.
- Seq cells post-synth: 2048
* Most instantiated logic cells after routing: dfstp_2, mux2_2, a22oi_1
* Worst-Skew Late Latency: 0.86 ns
- Post-detailed-route via-to-cell ratio: 6.73
* HPWL after detailed placement: roughly 250000 um
- The cell area that synthesis handed to floorplanning was 0.0915 mm^2.
- The register with the most flip-flops in the final layout is ram.
- Die Span Y: 430 um
* Clock tree from TritonCTS: done
## per-layer routing
metal / vias up / part of all wire (%) / wire, um / track usage [%]
met5: - / 0.066 / 261 / 0.703
met4: 24 / 6.3 / 24900 / 22.7
met3: 1019 / 16 / 62300 / 29.7
met2: 3596 / 42 / 166000 / 60.8
met1: 33100 / 35 / 139000 / 58.9
li1: 24900 / - / - / -
## report_power, final
part / switching (uW) / internal, uW
clock: 5900 / 8190
combinational: 1550 / 1760
sequential: 935 / 17500
## repair_timing
item,in CTS,in global routing
buffers inserted,1,8
cloned,1,1
setup endpoints to repair,32,28
pin swaps,5,7
gates resized,36,38
## layout make-up
type                    count  area (um^2)
inverters                   1         7.51
well taps                2370         2970
clock buffers             342         6470
clock inverters            49          727
diodes                     20         50.0
fillers                 13700        73000
multi-input cells        3732        36000
flip-flops and latches   2048        53800
repair buffers            746         8250
## worst min path at each step
stage | from | endpoint | slack, ns | depth (start not counted)
global route | ram[48][28]$_DFFE_PP1P_ | ram[48][28]$_DFFE_PP1P_ | 0.62 | 1
CTS | ram[30][7]$_DFFE_PP1P_ | ram[30][7]$_DFFE_PP1P_ | 0.62 | 1
finish | ram[43][14]$_DFFE_PP1P_ | ram[43][14]$_DFFE_PP1P_ | 0.61 | 1
## cells in the mapped netlist (all sizes together), types with 64 or more instances
library cell / n
mux2: 2052
dfstp: 2048
a22oi: 670
buf: 351
clkbuf: 320
nand4: 165
and3: 129
nand3: 98
a22o: 93
nand2: 92
a221oi: 75
nor2: 64
## stage by stage
stage / TNS (ns) / cell area, um^2 / power, uW / util (%) / hold WS (ns)
3_3_place_gp: -4.46 / 101000 / 21700 / 55.5 / 0.603
3_5_place_dp: -4.00 / 101000 / 21900 / 55.5 / 0.607
2_1_floorplan: - / 91500 / 20700 / - / 0.599
6_report: 0 / 108000 / 35900 / 59.7 / 0.615
5_1_grt: -0.0344 / 108000 / 37000 / 59.7 / 0.621
4_1_cts: 0 / 108000 / 36000 / 59.6 / 0.615
## kinds of logic (layout without fill, tap and decap cells)
kind of cell | after synthesis | count (layout) | synth area share (%)
multiplexers | 2070 | 2070 | 25.4
buffers and inverters | 672 | 1138 | 3.05
other | 0 | 20 | 0
AND/OR/NAND/NOR | 687 | 688 | 4.38
AND-OR/OR-AND | 974 | 974 | 8.33
flip-flops | 2048 | 2048 | 58.8
Power and IR drop assume default switching activity.
